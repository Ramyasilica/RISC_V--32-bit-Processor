--- config.mk ---
export PLATFORM = sky130hd
export DESIGN_NAME = riscv32_core
export DESIGN_NICKNAME = riscv32_core
export VERILOG_FILES = /design/flow/design.v
export SDC_FILE = /design/flow/constraint.sdc
export NUM_CORES = 4
export LEC_CHECK = 1
export CORE_UTILIZATION = 50
--- design.v ---
`timescale 1ns / 1ps
module riscv32_core (
    input  wire clk,
    input  wire reset,
    output wire [31:0] pc_dbg,
    output wire [31:0] instr_dbg,
    output wire [31:0] x1_dbg,
    output wire [31:0] x2_dbg,
    output wire [31:0] x3_dbg,
    output wire [31:0] x4_dbg
);
    reg [31:0] pc;
    always @(posedge clk or posedge reset) begin
        if (reset)
            pc <= 32'd0;
        else
            pc <= pc + 32'd4;
    end
    assign pc_dbg = pc;
    reg [31:0] imem [0:15];
    integer k;
    initial begin
        for (k = 0; k < 16; k = k + 1)
            imem[k] = 32'h00000013;  
        imem[0] = 32'h00A00093;  
        imem[1] = 32'h01400113;  
        imem[2] = 32'h002081B3;  
        imem[3] = 32'h40110233;  
    end
    wire [31:0] instr;
    assign instr = imem[pc[5:2]];
    assign instr_dbg = instr;
    wire [6:0] opcode = instr[6:0];
    wire [4:0] rd     = instr[11:7];
    wire [4:0] rs1    = instr[19:15];
    wire [4:0] rs2    = instr[24:20];
    wire [6:0] funct7 = instr[31:25];
    wire [31:0] imm_i = {{20{instr[31]}}, instr[31:20]};
    reg [31:0] regfile [0:31];
    integer i;
    always @(posedge clk or posedge reset) begin
        if (reset) begin
            for (i = 0; i < 32; i = i + 1)
                regfile[i] <= 32'd0;
        end else begin
            case (opcode)
                7'b0010011: begin  
                    if (rd != 0)
                        regfile[rd] <= regfile[rs1] + imm_i;
                end
                7'b0110011: begin  
                    if (rd != 0) begin
                        if (funct7 == 7'b0100000)
                            regfile[rd] <= regfile[rs1] - regfile[rs2];
                        else
                            regfile[rd] <= regfile[rs1] + regfile[rs2];
                    end
                end
            endcase
        end
    end
    assign x1_dbg = regfile[1];
    assign x2_dbg = regfile[2];
    assign x3_dbg = regfile[3];
    assign x4_dbg = regfile[4];
endmodule
--- constraint.sdc ---
current_design riscv32_core

set clk_period 22.9
set clk_io_pct 0.2

create_clock -name clk0 -period $clk_period [get_ports {clk}]

set non_clock_inputs [all_inputs -no_clocks]
set_input_delay [expr $clk_period * $clk_io_pct] -clock clk0 $non_clock_inputs
set_output_delay [expr $clk_period * $clk_io_pct] -clock clk0 [all_outputs]
--- run.sh ---
#!/bin/bash
# OpenROAD 26Q1-2900-gdf79404cd8, Yosys 0.63+post, stock flow scripts
make -C /OpenROAD-flow-scripts/flow DESIGN_CONFIG=/design/flow/config.mk WORK_HOME=/design/flow/orfs finish
==> job_summary.md <==
## PnR job results

| Metric | Value |
|---|---|
| Relative slew slack | `0.425` |
| Clk ins delay skew pair | `440 ps` |
| VDD IR-drop max | `0.0516 mV` |
| Hold endpoint | `regfile[0][19]` |
| Clock power share | `0.470` |
| Crit-path max FO | `32` |
| Internal power | `0.483 mW` |
| Top cells excl fill/tap | `nand2_1 (269), dfrtp_1 (190), clkdlybuf4s50_1 (171)` |
| H-tree levels | `4` |
| Yosys warnings | `2` |
| CTS tree | `done` |
| Highest Clock Rate | `112 MHz` |
| Post-cts repair resize count | `0` |
| Final slew viol count | `0` |
| Mapped Area | `11600 sq um` |
| Cts hold-fix bufs | `0` |
| Clk slew on worst S/H paths | `80 ps` |
| Reg2reg setup slack | `13960 ps` |
| Area fraction in compound gates | `0.176` |
| Core Area | `22600 sq um` |
| CTS Buf Count | `17` |
| Post-synth EDFFs | `0` |
| Initial antenna violation count | `0` |
| DR vias | `9866` |
| Unrepaired setup endpoints after global routing | `no` |
| M1 wire length | `15800 um` |
| Syn_area_per_cell | `8.91 sq um` |
| Sw Share | `0.252` |
| First-pass GRT wire length | `53300 um` |
| Crit path DRT | `23270 ps` |
| Detailed placement HPWL | `22700 um` |
| Mux area share | `0.0643` |
| Top logic family | `AND-OR/OR-AND gates` |
| Worst-Margin Slew | `841 ps` |
| Tool warnings | `38` |
| Ys cells | `1299` |
| Rows | `55` |
| FFs w/ async S/R, synth | `1.00` |
| Dpl ws | `13970 ps` |
| Register area share after synthesis | `0.411` |
| Run status | `finished, final reports clean` |
| Worst Setup Start Kind | `flop` |
| PD cells | `46.6 nW/um^2` |
| Post-Syn Instances | `1299` |
| Wire length per cell | `19.6 um` |
| Clk root buf | `clkbuf_16` |
| Pre-Repair DR Iteration Count | `7` |
| TNS Setup | `0 ps` |
| R2R cell count | `25` |
| Wire length on met3 | `2210 um` |
| Layout cells sized above 1 | `0.0882` |
| Largest net degree at the start of global routing | `87` |
| Final setup margin | `13960 ps` |
| Xor+xnor area frac | `0.0605` |
| P&R area growth vs syn | `19.8%` |
| Postcts setup bufs | `0` |
| Tcrit/Tclk final | `0.390` |
| Switching power | `0.163 mW` |
| Min-Delay Path Depth | `0` |
| Commonest flop | `dfrtp_1` |
| Post-Route WL | `33200 um` |
| Io pins | `194` |
| Yosys stat chip area | `11600 sq um` |
| Combinational power share | `0.011` |
| Seq cells post-synth | `190` |
| DRC viols | `0` |
| Post-synth cell types | `67` |
| CP Launch Point | `pc[4]` |
| I/O Buffers | `171` |
| Crit path arrival time | `9320 ps` |
| Clk_skew | `10.1 ps` |
| Leak | `6.55 nW` |
| Die Ht | `154 um` |
| Fa+ha+maj area frac | `0.0515` |
| Chip area | `23800 sq um` |
| Total track usage | `0.299` |
| And+or+nand+nor area frac | `0.175` |
| HP Class | `flop to flop` |
| Die X-Extent | `154 um` |
| Vias in the first global route | `9330` |
| CTS max path bufs | `2` |
| FP Core Util | `0.511` |
| Number of DRC markers in iteration 0 | `690` |
| Routed met2 length | `14900 um` |
| Hold Fails Final Rpt | `0` |
| Clk sink count | `190` |
| Min Tclk post-route | `8940 ps` |
| Routability cong. | `0.913` |
| Vias per cell | `5.83` |
| Crit. End Element | `flop` |
| Critical path type | `flop to flop` |
| Most instantiated logic cell after routing | `nand2_1` |
| Total grt overflow | `0` |
| # setup viols final | `0` |
| Worst reg2reg path startpoint | `pc[4]` |
| Top Metal Used | `met4` |
| Reg2reg end | `regfile[1][28]` |
| Post-DRT Antenna Nets | `0` |
| Max Cap Viol | `0` |
| Hold Path Origin | `regfile[0][19]` |
| Diode count | `0` |
| Reg power frac | `0.519` |
==> final cells by class <==
| cell class | instances | area, sq um |
|---|---|---|
| repair buffers | 191 | 1860 |
| well taps | 285 | 357 |
| inverters | 21 | 86.3 |
| multi-input cells | 972 | 6210 |
| clock inverters | 15 | 168 |
| clock buffers | 17 | 425 |
| flip-flops and latches | 190 | 4750 |
| fillers | 1932 | 8780 |
==> cells by family after synthesis <==
kind of cell / Yosys count
flops: 190
other cells: 2
simple gates: 456
buf+inv: 157
compound gates: 301
fa+ha+maj: 47
mux: 66
xor+xnor: 80
==> state kept, by name (all words and copies together) (netlist names) <==
| signal | flops |
|---|---|
| regfile | 160 |
| pc | 30 |
==> through the flow <==
step	hold slack, ps	area (sq um)	power, mW	util	std cells
2_1_floorplan	420	11600	0.349	-	1319
3_3_place_gp	383	13300	0.350	0.586	1659
3_5_place_dp	384	13300	0.350	0.586	1659
4_1_cts	401	13900	0.652	0.612	1691
5_1_grt	416	13900	0.667	0.612	1691
6_report	400	13900	0.646	0.612	1691
==> layer usage <==
metal  up-vias  track usage
li1       4717            -
met5         -            0
met1      4783        0.492
met3        17       0.0557
met4         0       0.0271
met2       349        0.444
==> power groups by stage <==
stage         sequential, mW  combinational (mW)  clock (mW)
CTS                    0.335             0.00769       0.310
global route           0.335             0.00877       0.323
finish                 0.335             0.00706       0.304
==> Yosys cell counts, drive strengths merged, types with 9 or more instances <==
cell	number	area (sq um)
nor2	49	184
a21oi	39	195
a31oi	38	238
ha	46	576
a211oi	31	233
buf	43	272
nand4	10	62.6
xor2	29	254
o21ai	82	410
o31ai	9	67.6
o2bb2ai	12	105
mux2	57	642
inv	20	75.1
xnor2	51	447
nor2b	35	219
a21o	15	113
nand3	27	135
a222oi	29	290
clkbuf	93	350
nand2	270	1010
nor3	10	50.1
and3	15	93.8
dfrtp	190	4750
==> how the worst max path moves through the flow <==
stage           endpoint  slack (ps)  depth (start not counted)
4_1_cts   regfile[1][28]       13940                         25
5_1_grt   regfile[2][28]       13070                         25
6_report  regfile[1][28]       13960                         25
==> critical path: stages, from the launching register on <==
cell and delay [ps]:
dfrtp_1 620, inv_1 150, ha_2 410, nand2_1 160, clkinv_1 620, ha_1 470, buf_4 260, a222oi_1 370
o31ai_1 170, or4_1 530, or4b_1 730, nor2_1 360, nand3_1 230, and3_1 240, o21ai_0 130, nand2_1 80
ha_1 410, a21oi_1 280, o21a_1 180, o31a_1 130, a21boi_0 520, a311oi_1 250, o31ai_1 480, a21oi_1 170
o311ai_0 640, mux2_2 270
Power and IR drop assume default switching activity.
